### flow/run.sh
#!/bin/bash
# OpenROAD 26Q1-2900-gdf79404cd8, Yosys 0.63+post, stock flow scripts
make -C /OpenROAD-flow-scripts/flow DESIGN_CONFIG=/design/flow/config.mk WORK_HOME=/design/flow/orfs finish
### flow/config.mk
export PLATFORM = sky130hd
export DESIGN_NAME = led7
export DESIGN_NICKNAME = led7
export VERILOG_FILES = /design/flow/design.v
export SDC_FILE = /design/flow/constraint.sdc
export NUM_CORES = 4
export LEC_CHECK = 1
export CORE_AREA = 10 10 96 96
export DIE_AREA = 0 0 106 106
### flow/constraint.sdc
current_design led7

set clk_period 1.0
set clk_io_pct 0.2

create_clock -name clk0 -period $clk_period [get_ports {KEY}]

set non_clock_inputs [all_inputs -no_clocks]
set_input_delay [expr $clk_period * $clk_io_pct] -clock clk0 $non_clock_inputs
set_output_delay [expr $clk_period * $clk_io_pct] -clock clk0 [all_outputs]
### flow/design.v
module clock_divider (input clk_i,
                      output reg clk_o);
    reg [22:0] count;  
    initial begin
        clk_o = 1'b0;
        count = 0;
    end
    always @(posedge clk_i) begin
        if (count == 0) begin
            clk_o <= ~clk_o;
        end
        count <= count + 1;
    end
endmodule
module hex_7seg(hex_digit,
                seg);
    input[2:0] hex_digit;
    output [6:0] seg;
    reg [6:0] seg;
    always @ (hex_digit)
        case (hex_digit)
            3'h0: seg    = ~7'b0111111;  
            3'h1: seg    = ~7'b0000011; 
        endcase
endmodule
module led7(input CLOCK_50,
            input [3:0] KEY,
            input [17:0] SW,
            output [6:0] HEX0,
            HEX1,
            HEX2,
            HEX3,
            HEX4,
            HEX5,
            HEX6,
            HEX7,
            output [8:0] LEDG,     
            output [23:0] LEDR,    
            inout [35:0] GPIO_0);
    reg [2:0] A0;
    reg [2:0] A1;
    reg [2:0] A2;
    reg [2:0] A3;
    reg [2:0] A4;
    reg [2:0] A5;
    reg [2:0] A6;
    reg [2:0] A7;
    assign GPIO_0 = 36'hzzzzzzzzz;
    assign LEDR[2:0]   = A0;
    assign LEDR[5:3]   = A1;
    assign LEDR[8:6]   = A2;
    assign LEDR[11:9]  = A3;
    assign LEDR[14:12] = A4;
    assign LEDR[17:15] = A5;
    assign LEDR[20:18] = A6;
    assign LEDR[23:21] = A7;
    assign LEDG[8:0] = 0;
    wire clk_o;
    clock_divider divider(CLOCK_50, clk_o);
    hex_7seg dsp0(A0,HEX0);
    hex_7seg dsp1(A1,HEX1);
    hex_7seg dsp2(A2,HEX2);
    hex_7seg dsp3(A3,HEX3);
    hex_7seg dsp4(A4,HEX4);
    hex_7seg dsp5(A5,HEX5);
    hex_7seg dsp6(A6,HEX6);
    hex_7seg dsp7(A7,HEX7);
    initial begin
        A0 = 3'b000;
        A1 = 3'b000;
        A2 = 3'b000;
        A3 = 3'b000;
        A4 = 3'b000;
        A5 = 3'b000;
        A6 = 3'b000;
        A7 = 3'b000;
    end
    always @(negedge KEY[3]) begin
        A0 <= A0 + 1;
        A1 <= A1 + 1;
        A2 <= A2 + 1;
        A3 <= A3 + 1;
        A4 <= A4 + 1;
        A5 <= A5 + 1;
        A6 <= A6 + 1;
        A7 <= A7 + 1;
    end
endmodule
==> reports/qor.tcl <==
set qor(route.detailed.drc) 0
set qor(grt.total_usage_pct) 5.43
set qor(vias) 1099
set qor(max_stage_delay_ps) 310
set qor(cts_buffers) 3
set qor(drv.max_cap_violation_count) 0
set qor(pre_cts_slack_ps) -505
set qor(initial_core_util_pct) 24.8
set qor(crit_path_start_kind) {flip-flop}
set qor(ys_warn_count) 4
set qor(placement.cell_area_sq_um) 2220
set qor(r2r_end) {A0[1]}
set qor(h-tree-depth) 1
set qor(final_max_tran_viols) 0
set qor(tritoncts) {done}
set qor(number_of_register_pins_that_no_clock_reaches) 8
set qor(leakagePower_nw) 1.38
set qor(top_level_ports) 148
set qor(ctsLongestPathBuffers) 2
set qor(finished_cell_area_sq_um) 2290
set qor(syn-cell-area_sq_um) 1790
set qor(yosysUniqueCellTypes) 10
set qor(drt-wirelength-per-cell_um) 9.07
set qor(utilization_pct) 31.7
set qor(setup_viol_count_final) 24
set qor(ys.flops) 32
set qor(cell_by_cell_listing_of_the_critical_path) {buf_2}
set qor(holdCritStartpoint) {A7[0]}
set qor(cpMaxStageDelayCell) {dfxtp_2}
set qor(port-buffer-count) 56
set qor(floorplan.core_area_sq_um) 7210
set qor(critical_path_required_ps) 800
set qor(critical_path.endpoint_type) {output port}
set qor(layout_top_cell) {conb_1}
set qor(violations) {negative setup slack}
set qor(final_layout_top_logic_cells) {69 x conb_1, 46 x inv_1, 32 x clkdlybuf4s50_1}
set qor(ys_chip_area_sq_um) 1790
set qor(cts.hold.buffers_added) 0
set qor(number_of_antenna_violations_at_the_first_check_in_global_routing) 0
set qor(yosysCellCount) 192
set qor(dieHeight_um) 106
set qor(power.ir.vdd_worst_uv) 303
set qor(hold_class) {reg2reg}
set qor(dpl_cells) 343
set qor(yosysTopAreaCell) {buf_4}
set qor(route.antenna.remaining_nets) 0
set qor(gp_congestion) 0.690
set qor(via_per_inst) 2.94
set qor(finalPower_mw) 1.82
set qor(critical_path_buf_inv_count) 1
set qor(hold-path-endpoint) {A7[0]}
set qor(worst-endpoint-arrival_ps) 1230
set qor(detail_route.wirelength_mm) 3.39
set qor(vias_in_the_first_global_route) 1198
set qor(critPathTopFamily) {flip-flops}
set qor(overflow) 0
set qor(timing.hold.worst_path_depth) 2
set qor(drt_iter0_drc) 5
set qor(rsz0062_at_grt) {true}
set qor(clock_insertion_delay_worst_skew_ps) 320
set qor(clk_pin_slew_worst_paths_ps) 40
set qor(post_layout_nonfiller_instances) 374
set qor(warning_count) 102
set qor(timing.critical_path.fanout_max) 2
set qor(layout-area-overhead-vs-synth_pct) 27.7
set qor(largest_net_degree_at_the_start_of_global_routing) 15
set qor(criticalPathCategory) {reg2out}
set qor(timing.setup.tns_ps) -10070
set qor(status) {finished, violations left}
set qor(synth_largest_type_area_fraction_pct) 39.0
set qor(clockRootBuffer) {clkbuf_8}
set qor(n_antenna_cell) 0
set qor(power_per_cell_area_nw_per_um2) 798
set qor(reg2reg_from) {A0[0]}
set qor(final_hpwl_from_detailed_placement_mm) 2.98
set qor(timing.hold.ws_ps) 485
set qor(fp.dieW_um) 106
set qor(final-hold-violation-count) 0
set qor(reg2reg_slack_ps) 30
set qor(chip_area_sq_um) 11200
set qor(clock_skew_ps) 11.6
set qor(first_pass_iters) 3
set qor(postLayoutSetupSlackWorst_ps) -431
set qor(grt_first_pass_wirelength_mm) 5.24
set qor(endpoints_left_unconstrained) 40
set qor(syn_inst) 192
set qor(synth_area_per_cell_sq_um) 9.33
set qor(worst_case_reg_to_reg_path_depth) 4
set qor(fp-row-count) 31
set qor(layout_cell_share_with_drive_strength_beyond_1_pct) 28.7
set qor(yosys-top-cells-area) {buf_4 39%, dfxtp_1 27%, ha_1 13%, dlxtn_1 6.7%, inv_1 4.8%}
[cells in the mapped netlist, drive strengths merged]
| master | number |
|---|---|
| inv | 23 |
| conb | 2 |
| buf | 93 |
| ha | 18 |
| nor2b | 8 |
| or2 | 6 |
| xor2 | 8 |
| dlxtn | 8 |
| o21bai | 2 |
| dfxtp | 24 |
[sequential cells by signal, indices dropped and copies added (netlist names), 3 cells and up]
name / flops
A0: 3
A1: 3
A2: 3
A3: 3
A4: 3
A5: 3
A6: 3
A7: 3
[final cells by class]
type	instances	area (sq um)
clock buffer	3	41.3
clock inverter	25	96.3
fill	765	4930
inverter	22	82.6
multi-input combinational	111	669
sequential	32	631
tap	99	124
timing repair buffer	82	642
[kinds of logic after synthesis]
group / Yosys count / share of synthesized area [%]
buffers and inverters: 116 / 43.8
AND/OR/NAND/NOR: 14 / 4.89
adder cells (fa/ha/maj): 18 / 12.6
latches: 8 / 6.71
AND-OR/OR-AND: 2 / 0.838
flip-flops: 24 / 26.8
XOR/XNOR: 8 / 3.91
other: 2 / 0.419
[routing by layer]
layer | wire length [um] | share of wire, % | global-route usage (%)
met2 | 1610 | 47 | 8.35
met5 | 0 | 0 | 0
met4 | 36 | 1.1 | 2.71
met1 | 1330 | 39 | 5.78
met3 | 420 | 12 | 3.30
[how the worst max path moves through the flow]
stage | from | to | slack [ps] | cells after the start
finish | A5[0] | LEDR[15] | -430 | 1
global route | A3[0] | LEDR[9] | -510 | 1
CTS | A3[0] | LEDR[9] | -490 | 1
[timing repair]
| action | 4_1_cts | 5_1_grt |
|---|---|---|
| setup endpoints to repair | 24 | 24 |
| buffers inserted | 3 | 1 |
| resized | 77 | 3 |
[power breakdown]
group | switching [mW] | internal, mW | total, mW | leakage, nW
Sequential | 0 | 0.964 | 0.964 | 0.267
Clock | 0.435 | 0.407 | 0.841 | 0.154
Combinational | 0.0183 | 0 | 0.0183 | 0.960
Total | 0.453 | 1.37 | 1.82 | 1.38
No activity file was given, so power comes from the tool's default toggle rates.
